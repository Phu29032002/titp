`./run.sh`:
```
#!/bin/bash
# OpenROAD 26Q1-2900-gdf79404cd8, Yosys 0.63+post, stock flow scripts
make -C /OpenROAD-flow-scripts/flow DESIGN_CONFIG=/design/flow/config.mk WORK_HOME=/design/flow/orfs finish
```
`./config.mk`:
```
export PLATFORM = sky130hd
export DESIGN_NAME = control
export DESIGN_NICKNAME = control
export VERILOG_FILES = /design/flow/design.v
export SDC_FILE = /design/flow/constraint.sdc
export NUM_CORES = 4
export LEC_CHECK = 1
export CORE_AREA = 10 10 70 70
export DIE_AREA = 0 0 80 80
```
`./constraint.sdc`:
```
current_design control

set clk_period 1.5
set clk_io_pct 0.2

create_clock -name clk0 -period $clk_period [get_ports {clk}]

set non_clock_inputs [all_inputs -no_clocks]
set_input_delay [expr $clk_period * $clk_io_pct] -clock clk0 $non_clock_inputs
set_output_delay [expr $clk_period * $clk_io_pct] -clock clk0 [all_outputs]
```
`./design.v`:
```
module control (                                                                                                                                                                                                   
input clk,
input reset_n,
input start,
input done_money,
input cancel,
input continue_buy,
input [2:0] money,
input [1:0] item_in,
output done,
output end_trans,
output [7:0] sum_money,
output [7:0] price,
output [1:0] item_select,
output wire [2:0] state
            );
wire [4:0] sum_money_temp;
wire [4:0] price_temp;
wire [1:0] item_temp;
fsm U1 (.clk(clk),
        .reset_n(reset_n),
        .start(start),
        .done_money(done_money),
        .cancel(cancel),
        .continue_buy(continue_buy),
        .deno_5(money[0]),
        .deno_10(money[1]),
        .deno_20(money[2]),
        .item_in(item_temp),
        .state(state),
        .sum_money(sum_money_temp),
        .price(price_temp));
output_loic U2  (
        .state(state),
        .pop(price_temp),
        .money(sum_money_temp),
        .item(item_temp),
        .done(done),
        .end_trans(end_trans),
        .sum_money(sum_money),
        .price(price),
        .item_select(item_select)
        );
endmodule
module fsm (                                                                                                                                                                                                       
input reset_n,
input start,
input done_money,
input cancel,
input continue_buy,
input deno_5,
input deno_10,
input deno_20,
input [1:0] item_in,
input clk,
output [4:0] sum_money,
output [4:0] price,
output reg [2:0] state);
parameter IDLE = 3'd0;
parameter SELECT = 3'd1;
parameter RECEIVE_MONEY = 3'd2;
parameter COMPARE = 3'd3;
parameter PROCESS = 3'd4;
parameter RETURN_CHANGE = 3'd5;
wire [2:0] money_1;
wire [3:0] money_2;
wire [4:0] money_3;
reg [2:0] next_state;
wire out_stock;
wire [2:0] nop [3:0];
wire [4:0] max_money;
wire [4:0] sum;
wire [4:0] pop [3:0];
wire enough_money;
assign pop[0] = 5'd15;
assign pop[1] = 5'd31;
assign pop[2] = 5'd7;
assign pop[3] = 5'd21;
assign nop[0] = 3'd7;
assign nop[1] = 3'd5;
assign nop[2] = 3'd3;
assign nop[3] = 3'd0; 
assign sum = money_1 + money_2 + money_3;
assign out_stock = (nop[item_in] == 0) ? 1'b1 : 1'b0;
assign money_1 = (deno_5) ? 3'd7 : 3'd0;
assign money_2 = (deno_10) ? 4'd15 : 4'd0;
assign money_3 = (deno_20) ? 5'd31 : 5'd0;
assign max_money = 5'b11111;
assign enough_money = (pop[item_in] <= sum) ? 1 : 0;
assign sum_money = sum;
assign price = pop[item_in];
always@(*)
begin
        case (state)
        IDLE: next_state = (start) ? SELECT : state;
        SELECT: next_state = ((~out_stock) && (~cancel)) ? RECEIVE_MONEY : ((out_stock) && (~cancel)) ? state : IDLE;
        RECEIVE_MONEY: next_state = ((done_money) || (sum > max_money) && (~cancel)) ? COMPARE : ((~done_money) && (sum < max_money) && (~cancel)) ? state : RETURN_CHANGE;
        COMPARE: next_state = (enough_money) ? RETURN_CHANGE : PROCESS;
        PROCESS: next_state = (cancel) ? RETURN_CHANGE : RECEIVE_MONEY;
        RETURN_CHANGE: next_state = (continue_buy) ? SELECT : IDLE;
        default: next_state = state;
        endcase
end
always@(posedge clk or negedge reset_n)
begin
        if(!reset_n)
                state <= IDLE;
        else
                state <= next_state;
end
endmodule        
module output_loic (                                                                                                                                                                                               
input [2:0] state,
input [4:0] pop,
input [4:0] money,
input [1:0] item,
output reg done,
output reg end_trans,
output reg [7:0] sum_money,
output reg [7:0] price,
output reg [1:0] item_select);
parameter IDLE = 3'd0;
parameter SELECT = 3'd1;
parameter RECEIVE_MONEY = 3'd2;
parameter COMPARE = 3'd3;
parameter PROCESS = 3'd4;
parameter RETURN_CHANGE = 3'd5;
always@(*)
begin
        case (state)
        IDLE:
        begin
                done = 1'b0;
                end_trans = 1'b0;
                sum_money = 8'b00000000;
                price = 8'b00000000;
                item_select = 2'b00;
        end
        SELECT:
        begin
                done = 1'b0;
                end_trans = 1'b0;
                sum_money = 8'b00000000;
                price = 8'b00000000;
                item_select = 2'b00;
        end
        RECEIVE_MONEY:
        begin
                done = 1'b0;
                end_trans = 1'b0;
                sum_money = 8'b00000000;
                price = 8'b00000000;
                item_select = 2'b00;
        end
        COMPARE:                                                                                                                                                                                             
        begin
                done = 1'b0;
                end_trans = 1'b0;
                sum_money = 8'b00000000;                                                                                                                                                                           
                price = 8'b00000000;
                item_select = 2'b00;
        end
        PROCESS:                                                                                                                                                                                             
        begin
                done = 1'b0;
                end_trans = 1'b0;                                                                                                                                                                                  
                sum_money = 8'b00000000;                                                                                                                                                                           
                price = 8'b00000000;
                item_select = 2'b00;
        end
        RETURN_CHANGE:                                                                                                                                                                                             
        begin
                done = 1'b0;
                end_trans = 1'b1;                                                                                                                                                                                  
                sum_money = money;                                                                                                                                                                           
                price = pop;
                item_select = item;
        end
        default:
        begin
                done = 1'b0;
                end_trans = 1'b0;
                sum_money = 8'b00000000;                                                                                                                                                                           
                price = 8'b00000000;
                item_select = 2'b00;
        end
        endcase
end
endmodule      
```
==> Changelog: implementation <==
### Metrics

* Area of the die at 6400 sq um
* Antenna fix cells at 0
* Die H at 80 um
* Setup violators final at 8
* Global-route usage over all layers at 0.04286
* Vias in the first global route at 544
* Number of CTS-inserted buffers at 3
* Biggest regs: U1.state x3
* CTS tree: yes
* Leakage power at 0.4898 nW
* Post-Syn Instances at 66
* H-tree depth at 1
* Clock Tree Buf Depth at 2
* Clk pin slew, worst setup/hold paths at 0.04 ns
* Cell mode on critical path: fa_2
* Post-route setup TNS at -3.753 ns
* Yosys stat area at 521.8 sq um
* Hold Path Class: primary input to async pin
* Failing checks: setup timing
* Fin crit period at 2.122 ns
* Power share of the combinational group at 0.621
* Max incr delay on CP at 0.59 ns
* Max-slew violation count at 0
* Top cells by count: buf_4 (14), inv_1 (7), nor2_1 (5), o21ai_0 (5)
* Ratio of final minimum period to clock period at 1.415
* Io pins at 34
* Crit path cell chain: buf_8 -> fa_2 -> ha_4 -> fa_2 -> and2_4 -> buf_2
* Max-area cell share at 0.2014
* Clk sinks at 3
* Unique cell type count in the Yosys netlist at 25
* TritonRoute pass-1 iters at 4
* Critical path's slowest cell: fa_2
* RSZ-0062 raised after global routing: true
* Routed WL per cell at 9.706 um
* Avg Inst Size Synth at 7.905 sq um
* Ys flops at 3
* DRC Markers at 0
* Critical R2R Launch: U1.state[2]
* Seq pwr share at 0.170
* Late-Pin Clk Latency at 0.23 ns
* IO Port Bufs at 17
* Main flop type: dfrtp_1
* Crit. End Element: output pin
* Overflow after GRT at 0
* Detail Route Antenna Nets at 0
* Dpl ws at -1.465 ns
* P_sw at 0.2204 mW
* Maximum fanout along the worst path at 2
* Num rows at 21
* Post-synth top area cell: buf_4
* Area growth, synth to finish at 81.77%
* Log Warnings at 33
* Fillcell total at 355
* Biggest register: U1.state
* Initial antenna violation count at 0
* Maximum vdd ir drop at 180.2 uV
* DP HPWL at 1194 um
* Root buffer cell: clkbuf_4
* Internal at 0.4485 mW
* Post-synth EDFFs at 0
* Status: finished, violations left
* Vias per inst at 3.497
* Syn Std Cell Area at 521.8 sq um
* Type of origin of the critical path: primary input
* Synth Warn # at 4
* Top cells by area: buf_4 (20%), dfrtp_1 (14%), fa_1 (12%)
* Worst setup path class: primary input to output pin
* Yosys cell count at 66
* Largest net degree at the start of global routing at 9
* Largest register FFs at 3
* GPL Wtd Cong at 0.7586
* Critical Path RT at 1.20 ns
* Layout cell share with drive strength beyond 1 at 0.4766
* Top delay family on crit path: adder cells
* Max-cap violations at 0
* CP arrival at 1.82 ns
* First-pass GRT wire length at 2325 um
* Max Fclk at 471.2 MHz
* DR iter-0 viols at 16
* Register area share after synthesis at 0.1439
* PwrDens at 705.3 nW/um^2
* Worst Slack Setup Final at -0.6223 ns
* Fraction of power spent switching nets at 0.3294
* Worst setup path startpoint: money[0]
* Yosys top cell by instances: buf_4
* Core area at 3416 sq um
* Init Core Util at 0.1527
* Clock Skews at 0.0005443 ns
* Ys async rst share at 1.000
* Total Wirelength at 1485 um
* CTS Hold Buffers Added at 0
* Buffer and inverter count on the worst path at 2
* Clock share of power at 0.209
* Routed via count at 535
* Final Hold Vio Count at 0
* Die W at 80 um
==> path summary, 6_finish.rpt <==
check / end / slack (ns) / depth (start not counted)
worst max-delay path: sum_money[3] / -0.62 / 6
worst min register to register: U1.state[1] / 0.68 / 3
min in group clk0: U1.state[1] / 0.68 / 3
max in group asynchronous: U1.state[0] / 1.11 / 1
worst max register to register: U1.state[1] / -0.04 / 5
worst min-delay path: U1.state[1] / 0.25 / 1
==> metrics by stage <==
step | cell area, sq um | hold slack [ns] | utilization | total power [mW] | std cells
after floorplan | 585.6 | 0.004409 | - | 0.2709 | 79
after global placement | 813.3 | 0.4911 | 0.2381 | 0.4229 | 142
after detailed placement | 813.3 | 0.4971 | 0.2381 | 0.4285 | 142
after CTS | 909.6 | 0.2434 | 0.2663 | 0.6400 | 151
after global routing | 948.4 | 0.2394 | 0.2777 | 0.7404 | 153
final | 948.4 | 0.2496 | 0.2777 | 0.6689 | 153
==> kinds of logic after synthesis <==
group | count (synthesis) | synth area share
xor gates and xnor gates | 1 | 0.01679
and+or+nand+nor | 20 | 0.2111
AOI/OAI and AO/OA | 12 | 0.1391
muxes | 1 | 0.01919
other | 1 | 0.007187
DFF | 3 | 0.1439
adders and majority gates | 7 | 0.2110
buffers and inverters | 21 | 0.2518
==> power by group through the flow <==
| stage | sequential, mW | combinational, mW | clock (mW) |
|---|---|---|---|
| after global routing | 0.116 | 0.461 | 0.164 |
| after CTS | 0.110 | 0.378 | 0.151 |
| final | 0.114 | 0.415 | 0.140 |
==> per-layer routing <==
| layer | up-vias | part of all wire | wire (um) | GRT usage |
|---|---|---|---|---|
| met4 | 0 | 0.018 | 27 | 0.01408 |
| met1 | 241 | 0.44 | 654 | 0.05612 |
| li1 | 270 | - | - | - |
| met2 | 22 | 0.48 | 715 | 0.06501 |
| met3 | 2 | 0.059 | 87 | 0.01364 |
| met5 | - | 0 | 0 | 0 |
==> cells in the final DEF (no fill, tap or decap), drive strengths merged, types with 3 or more instances in the layout <==
master	instances
nor2	5
ha	4
buf	29
and2	3
conb	14
inv	7
o21ai	5
fa	3
a21oi	5
clkbuf	5
dfrtp	3
clkdlybuf4s50	6
==> layout make-up <==
cell class | instances | area [sq um] | share of cell area
repair buffers | 38 | 322.8 | 0.3404
flip-flops and latches | 3 | 75.07 | 0.07916
inverters | 7 | 28.78 | 0.03034
well taps | 46 | 57.56 | 0.06069
multi-input cells | 55 | 437.9 | 0.4617
clock buffers | 4 | 26.28 | 0.02770
==> repair_timing <==
action / CTS / global route
setup buffers: 6 / 2
resized: 48 / 11
hold endpoints to repair: 0 / 0
endpoints found under the setup margin: 10 / 11
gates cloned: 0 / 0
pin swaps: 13 / 6
Power and IR drop assume default switching activity.
